<file path="config.mk">
export PLATFORM = sky130hd
export DESIGN_NAME = cacheram
export DESIGN_NICKNAME = cacheram
export VERILOG_FILES = /design/flow/design.v
export SDC_FILE = /design/flow/constraint.sdc
export NUM_CORES = 4
export LEC_CHECK = 1
export CORE_UTILIZATION = 30
export SYNTH_MEMORY_MAX_BITS = 65536
</file>
<file path="constraint.sdc">
current_design cacheram

set clk_period 130.7
set clk_io_pct 0.2

create_clock -name clk0 -period $clk_period [get_ports {ph1}]

set non_clock_inputs [all_inputs -no_clocks]
set_input_delay [expr $clk_period * $clk_io_pct] -clock clk0 $non_clock_inputs
set_output_delay [expr $clk_period * $clk_io_pct] -clock clk0 [all_outputs]
</file>
<file path="design.v">
`timescale 1 ns / 1 ps
module memsys(input ph1, ph2, reset,
                       input [31:2] pcF,
                       output [31:0] instrF,
                       input reF,
                       output instrackF,
                       input [29:0] adrM, 
                       input [31:0] writedataM,
                       input [3:0] byteenM,
                       output [31:0] readdataM,
                       input memwriteM, reM,
                       output dataackM,
                       input swc,
                       output [26:0] memadr,
                       inout [31:0] memdata,
                       output [3:0] membyteen,
                       output memrwb,
                       output memen,
                       input memdone);
  wire enF, enM;
  wire [29:0] dadr;
  wire [31:0] ddata;
  wire [3:0] dbyteen;
  wire drwb, den, ddone;
  wire [26:0] dmemadr;
  wire [31:0] dmemdata;
  wire [3:0] dmembyteen;
  wire dmemrwb, dmemen;
  wire dmemdone;
  wire dmemdonemem;
  wire [29:0] iadr;
  wire [31:0] idata;
  wire [3:0] ibyteen;
  wire irwb, ien, idone;
  wire [26:0] imemadr;
  wire [31:0] imemdata;
  wire [3:0] imembyteen;
  wire imemrwb, imemen;
  wire imemdone;
  wire imemdonemem;
  wire [26:0] wbadr;
  wire [31:0] wbdata;
  wire [3:0] wbbyteen;
  wire wben, wbdone;
  wire [26:0] wbmemadr;
  wire [31:0] wbmemdata;
  wire [3:0] wbmembyteen;
  wire wbmemen;
  wire wbmemdone;
  wire [1:0] state;   
  wire don,ion,wbon;
  assign enF = reF;
  assign enM = reM | memwriteM;
  cmux2 #(30) adrmux(adrM,pcF[31:2],swc,dadr,iadr);
  cmux2 #(4) byteenmux(byteenM,4'b1,swc,dbyteen,ibyteen);
  cmux2 #(1) rwbmux(~memwriteM,1'b1,swc,drwb,irwb);
  cmux2 #(1) enmux(enM,enF,swc,den,ien);
  tribuf #(32) ddatatri(~swc & memwriteM,writedataM,ddata);
  tribuf #(32) idatatri(swc & memwriteM,writedataM,idata);
  cmux2 #(32) datamux(ddata,idata,swc,readdataM,instrF);
  cmux2 #(1) donemux(ddone,idone,swc,dataackM,instrackF);
  tribuf #(27) wbadrd(~swc & ~dmemrwb, dmemadr, wbadr);
  tribuf #(27) wbadri(swc & ~imemrwb, imemadr, wbadr);
  tribuf #(32) wbdatad(~swc & ~dmemrwb, dmemdata, wbdata);
  tribuf #(32) wbdatai(swc & ~imemrwb, imemdata, wbdata);
  tribuf #(4) wbbyteend(~swc & ~dmemrwb, dmembyteen, wbbyteen);
  tribuf #(4) wbbyteeni(swc & ~imemrwb, imembyteen, wbbyteen);
  tribuf #(1) wbend(~swc & ~dmemrwb, dmemen, wben);
  tribuf #(1) wbeni(swc & ~imemrwb, imemen, wben);
  tribuf #(1) wbenz((swc & imemrwb) | (~swc & dmemrwb), 1'b0, wben);
  mux2 #(1) dmemdonemux(dmemdonemem, wbdone, ~swc & ~dmemrwb, dmemdone);
  mux2 #(1) imemdonemux(imemdonemem, wbdone, swc & ~imemrwb, imemdone);
  mux4 #(27) memadrmux(27'b0,wbmemadr,dmemadr,imemadr,state,memadr);
  mux4 #(4) membyteenmux(4'b1,wbmembyteen,dmembyteen,imembyteen,state,membyteen);
  mux4 #(1) memrwbmux(1'b1,1'b0,1'b1,1'b1,state,memrwb);
  tribuf memdatatri(wbon, wbmemdata, memdata);            
  tribuf dmemdatatri(dmemrwb & don, memdata, dmemdata);   
  tribuf imemdatatri(imemrwb & ion, memdata, imemdata);   
  mux2 #(1) wbmemdonemux(1'b0,memdone,wbon,wbmemdone);
  mux2 #(1) dmemdonememmux(1'b0,memdone,don,dmemdonemem);
  mux2 #(1) imemdonememmux(1'b0,memdone,ion,imemdonemem);
  cache dcache(ph1, ph2, reset, dadr, ddata, dbyteen,
                           drwb, den, ddone,
                           dmemadr,dmemdata,dmembyteen,
                           dmemrwb, dmemen,dmemdone);
  cache icache(ph1, ph2, reset, iadr, idata, ibyteen,
                           irwb, ien, idone,
                           imemadr,imemdata,imembyteen,
                           imemrwb, imemen,imemdone);
  writebuffer writebuf(ph1, ph2, reset, wbadr, wbdata, wbbyteen,
                            wben, wbdone,
                            wbmemadr, wbmemdata, wbmembyteen,
                            wbmemen, wbmemdone);
  memsyscontroller memsysc(ph1, ph2, reset,
                           wbmemen, dmemen, imemen,
                           dmemrwb, imemrwb,
                           memdone, swc,
                           state, wbon, don, ion,
                           memen);
endmodule
module memsyscontroller(input ph1, ph2, reset,
                        input wbmemen, dmemen, imemen,
                        input dmemrwb, imemrwb,
                        input memdone, swc,
                        output [1:0] state,
                        output wbon, don, ion,
                        output memen);
  reg [1:0] nextstate;
  wire [3:0] onnext;
  parameter SREADY = 2'b00;  
  parameter SWB = 2'b01;   
  parameter SD = 2'b10;   
  parameter SI = 2'b11;  
  dec2 statedec(nextstate,onnext);
  flopr #(3) fon(ph1, ph2, reset, onnext[3:1], {ion,don,wbon});
  flopr #(1) fmemen(ph1, ph2, reset, (|nextstate), memen);
  flopr #(2) fstate(ph1, ph2,reset,nextstate,state);
  always @(*)
  begin
      case(state)
          SREADY: if(wbmemen)   
                       nextstate <= SWB;
                  else if(~swc & dmemen & dmemrwb)   
                       nextstate <= SD;
                  else if(swc & imemen & imemrwb)
                       nextstate <= SI;
                  else if(~swc & imemen & imemrwb)  
                       nextstate <= SI;
                  else if(swc & dmemen & dmemrwb)
                       nextstate <= SD;
                  else nextstate <= SREADY;
          SWB:    if(memdone) nextstate <= SREADY;
                  else nextstate <= SWB;
          SD:     if(memdone) nextstate <= SREADY;
                  else nextstate <= SD;
          SI:     if(memdone) nextstate <= SREADY;
                  else nextstate <= SI;
          default: nextstate <= SREADY;
      endcase
  end
endmodule
module cache(input ph1, ph2, reset,
             input [29:0] adr,
             inout [31:0] data,
             input [3:0] byteen,
             input rwb, en,
             output done,
             output [26:0] memadr, 
             inout  [31:0] memdata,
             output [3:0] membyteen,
             output memrwb,
             output memen,
             input memdone);
  wire [31:0] readdata;
  wire [31:0] cacheline;
  wire [19:0] tagdata;
  wire        valid;
  wire [31:0] cachelinenew;
  wire [19:0] tagdatanew;
  wire        validnew;
  wire        cacheramrwb;
  wire bypass;
  wire waiting;
  wire reading;
  cacheram cacheram(ph1, ph2, adr[6:0],cacheramrwb,
                    {validnew,tagdatanew,cachelinenew},
                    {valid,tagdata,cacheline});
  cachecontroller cachec(ph1, ph2, reset, adr[29:7], en, rwb,
                         tagdata, valid, memdone, 
                         bypass, waiting, reading, done);
  assign #1 cacheramrwb = ~waiting | bypass;
  mux2 #(32) cachelinemux(data,memdata,reading,cachelinenew);
  assign #1 tagdatanew = adr[26:7];
  assign #1 validnew = ((& byteen) | reading) & memdone;   
  assign #1 memadr = adr[26:0];
  mux2 #(4) membyteenmux(byteen, 4'b1, reading, membyteen);
  assign #1 memrwb = rwb;
  assign #1 memen = waiting;
  mux2 #(32) readdatamux(cacheline, memdata, waiting, readdata);
  tribuf #(32) datatri(rwb,readdata,data);
  tribuf #(32) memdatatri(~rwb,data,memdata);
endmodule
module cachecontroller(input ph1, ph2, reset,
              input [29:7] adr,
              input en, rwb,
              input [19:0] tagdata,
              input valid,
              input memdone,
              output bypass,
              output waiting,
              output reading,
              output done);
    reg [1:0] nextstate;
    wire [1:0] state;
    assign #1 bypass = adr[29] & adr[27];
    assign #1 waiting = (|state);
    assign reading = state[0];  
    assign #1 incache = (tagdata == adr[26:7]) & valid;
    assign #1 done = (incache & rwb & ~bypass) | (waiting & memdone) | ~en | reset;
    parameter SREADY = 2'b00;   
    parameter SREAD  = 2'b01;   
    parameter SWRITE = 2'b10;   
    flopr #(2) fstate(ph1, ph2,reset,nextstate,state);
    always @(*)
      case(state)
         SREADY:  if(~done & rwb) nextstate <= SREAD;
                  else if(~done & ~rwb) nextstate <= SWRITE;
                  else        nextstate <= SREADY;
         SREAD:   if(memdone) nextstate <= SREADY;
                  else        nextstate <= SREAD;
         SWRITE:  if(memdone) nextstate <= SREADY;
                  else        nextstate <= SWRITE;
         default: nextstate <= SREADY;
       endcase
endmodule
module cacheram(input ph1, ph2,
  input [6:0] adr,
  input rwb,
  input [52:0] din,
  output [52:0] dout);
  reg [52:0] mem[127:0];
  always @(posedge ph1)
    if(~rwb) mem[adr] <= din;
  assign dout = mem[adr];
endmodule
module writebuffer(input ph1, ph2, reset,
                   input [26:0] adr,
                   input [31:0] data,
                   input [3:0] byteen,
                   input en,
                   output done,
                   output [26:0] memadr,
                   output [31:0] memdata,
                   output [3:0] membyteen,
                   output memen,
                   input memdone);
   wire [31:0] bufdata;
   wire [26:0] bufadr;
   wire [3:0] bufbyteen;
   wire bufen[3:0];              
   wire [1:0] ptr,writeptr,ptrnext,writeptrnext;
   wire [3:0] ptrs,writeptrs;
   wire writeready;
   wire [1:0] junk;  
   assign done = ~bufen[ptr];    
   assign writeready = (memdone | ~memen) & bufen[writeptr];
   inc #(2) ptrinc(ptr,ptrnext,junk[0]);
   inc #(2) writeptrinc(writeptr,writeptrnext,junk[1]);
   flopenr #(2) ptrf(ph1, ph2, reset, en & done, ptrnext, ptr);
   flopenr #(2) writeptrf(ph1, ph2, reset, writeready, writeptrnext, writeptr);
   assign memadr = bufadr;
   assign memdata = bufdata;
   assign membyteen = bufbyteen;
   assign memen = bufen[writeptr];
   dec2 ptrdec(ptr,ptrs);
   dec2 writeptrdec(writeptr,writeptrs);
   genvar i;
   generate
     for(i = 0; i < 4; i = i + 1) begin:fbuf
       flopenr #(1) fbufen(ph1, ph2,reset,
                           ((en & done) & ptrs[i]) | ((memdone | ~memen) & writeptrs[i]), 
                           (en & done) & ptrs[i],bufen[i]);
     end
   endgenerate
   wbram ram(ph1,ph2,ptr,writeptr,
             ~(en & done),
             {byteen,adr,data},
             {bufbyteen,bufadr,bufdata});
endmodule
module wbram(input ph1, ph2,
  input [1:0] ptr, writeptr,
  input rwb,
  input [62:0] din,
  output [62:0] dout);
  reg [62:0] mem[3:0];
  always @(posedge ph1)
    if(~rwb) mem[ptr] <= din;
  assign dout = mem[writeptr];
endmodule
</file>
<file path="run.sh">
#!/bin/bash
# OpenROAD 26Q1-2900-gdf79404cd8, Yosys 0.63+post, stock flow scripts
make -C /OpenROAD-flow-scripts/flow DESIGN_CONFIG=/design/flow/config.mk WORK_HOME=/design/flow/orfs finish
</file>
==> out/metrics.cfg <==
[outcome]
outcome=complete, but fails checks
violations=slew limit

[final_layout]
areaGrowthSynthToFinish_pct=14.6
regMostFlops=mem
layout-drive-gt1-share_pct=13.9
largest_reg_flops=6784
fill_cells=79200
stdcell_count=27600
top_regs=mem x6784

[setup_path]
max_stage_delay_ns=0.73
critPathLaunchType=input port
required_ns=104.56
worstSetupEndpointType=output port
cp_max_fo=44
cp.arrival_ns=33.17
crit_type=input port to output port
cp_common_cell=buf_4
path_cells=buf_16 > buf_4 > buf_4 > buf_4 > buf_4 > inv_8 > buf_4 > buf_4 > a221oi_1 > nor2_1 > o21ai_0 > o21ai_0 > buf_4 > nor4_1 > buf_4 > o211ai_1 > clkdlybuf4s50_1
critPathSlowestCell=buf_4

[grt]
grt_pass1_vias=159000
grt_overflow=0
grt_pass1_wl_um=1220000
grt_max_degree=92
grt_usage_pct=21.5
antenna_found_initial=79

[power_and_ir_drop]
power_density_nw_per_um2=15.1
p_int_w=0.00346
p_clk_share_pct=40.4
p_comb_share_pct=6.0
p_sw_share_pct=22.7
power_switching_w=0.00102
leakage_nw=91.2
seq_power_share_pct=53.6
ir_worst_vdd_v=0.0000154

[cts]
clk_pin_slew_ns=0.06
ctsResizeCount=0
h-tree-depth=6
cts_made_buffers=640
cts_hold_buffers=0
postCtsSetupBuffers=0
cts.sinks=6784
cts_tree=done
cts-root-buf=clkbuf_16
clk_path_buf_depth=4

[synth]
yosys_cells=15100
yosys-stat-area_um2=259000
edf_count=6784
yosys-top-cells-count=edfxtp_1, a221oi_1, a21oi_1
yosys_warnings=1
ys_types=66
synth-seq-cells=6784
ys_seq_share_pct=78.7
yosys.area.top_type=edfxtp_1
synthFlopType=edfxtp_1
postSynthCellCount=15100
synth.avg_cell_area_um2=17.1
top_cell_area_share_pct=78.7
synth.cell_area_um2=259000
synth-async-reset-ratio_pct=0
synth.most_common_cell=edfxtp_1
area_leaders=edfxtp_1, a221oi_1, mux2i_1, a22oi_1, a21oi_1

[sta]
final.setup.tns_ns=0
timing.final.crit_share_pct=45.4
hold_viol_final=0
fmax_mhz=16.9
rsz0062_at_grt=no
finalSetupViolCount=0
relSlewSlack_pct=-1.65
drv_slew=1
worst_pin_slew_ns=1.52
fin_crit_ns=59.31

[placed_design]
dpl.cell_count=26400
hpwl_um=528000
port_buffers=114
globalplace.congestion=0.926

[drt]
drt-total-wl_um=887000
num_vias=153000
via_per_inst=5.54
wl_per_cell_um=32.2
final_antenna_net_count=0
drc=0
drtIter0Drc=11400
drtPass1Iterations=7

[floorplan]
io_pins=116
die_w_um=931
dieHeight_um=931
rows=340
fp_util_pct=30.2
core-area_um2=859000
die_area_um2=867000

[min_path]
min_to=mem[57][6]$_DFFE_PP_
hp-class=input port to register
min-delay-start=din[6]
hold_depth=1

[run]
max_cap_viol_count=0
tool_warnings=27

==> power by group through the flow <==
stage	clock network, W	registers, W	logic, W
after global routing	0.00190	0.00240	0.000283
final	0.00181	0.00240	0.000269
after CTS	0.00182	0.00240	0.000264
==> how the worst max path moves through the flow <==
stage,cells past startpoint,endpoint,slack [ns],start
6_report,17,dout[9],71.39,adr[2]
4_1_cts,17,dout[34],71.56,adr[2]
5_1_grt,17,dout[9],71.20,adr[2]
==> layout by cell type (no fill, tap or decap), types with 48 or more instances in the layout <==
cell type        count
o21ai_1             66
buf_4              885
diode_2             48
a211oi_1           126
clkbuf_16          645
clkinv_1           134
a221o_1             57
mux2i_1            671
clkinv_2            87
clkdlybuf4s50_1     54
a21oi_1            970
o22a_1              57
o211ai_1            67
nor2_1             678
mux4_2             120
o21ai_0            526
edfxtp_1          6784
o221ai_1           104
mux2_2             134
o22ai_1            314
a31oi_1             49
a22oi_1            704
nor3_1              88
clkbuf_1           175
nor2_4             137
a221oi_1          1175
nand2_1            619
==> routing by layer <==
| layer | part of all wire, % | up-vias | global-route usage [%] | wire length (µm) |
|---|---|---|---|---|
| met5 | 0.53 | - | 4.00 | 4700 |
| met4 | 6.5 | 138 | 10.9 | 57500 |
| met3 | 20 | 2252 | 19.8 | 180000 |
| met2 | 43 | 11700 | 30.2 | 386000 |
| met1 | 29 | 75300 | 20.6 | 259000 |
| li1 | - | 63200 | - | - |
==> worst max-delay path: cells and delay by family <==
| kind | cells | cell delay, ns |
|---|---|---|
| AND-OR/OR-AND | 4 | 1.27 |
| AND/OR/NAND/NOR | 2 | 0.72 |
| buffers and inverters | 11 | 4.72 |
==> area by class of cell <==
| type | instances | area, µm² | share of cell area (%) |
|---|---|---|---|
| diodes | 48 | 120 | 0.0405 |
| clock buffers | 820 | 16800 | 5.66 |
| clock inverters | 329 | 3240 | 1.09 |
| inverters | 5 | 41.3 | 0.0139 |
| multi-input cells | 7151 | 50900 | 17.1 |
| flip-flops and latches | 6784 | 204000 | 68.6 |
| well taps | 11500 | 14300 | 4.83 |
| repair buffers | 963 | 7670 | 2.58 |
==> cell families (layout without fill, tap and decap cells) <==
family / Yosys count / count (layout) / synth area share [%]
flip-flops: 6784 / 6784 / 78.7
AND-OR/OR-AND: 4481 / 4481 / 12.2
AND/OR/NAND/NOR: 1745 / 1745 / 2.77
buffers and inverters: 1187 / 2117 / 2.20
multiplexers: 925 / 925 / 4.22
other: 0 / 48 / 0
==> metrics by stage <==
| stage | utilization [%] | hold WS [ns] | total power [W] | setup WS [ns] | cell area (µm²) |
|---|---|---|---|---|---|
| final | 34.6 | 25.35 | 0.00448 | 71.39 | 297000 |
| after global routing | 34.5 | 25.32 | 0.00459 | 71.20 | 297000 |
| after CTS | 34.5 | 25.28 | 0.00449 | 71.56 | 297000 |
| after detailed placement | 32.2 | 26.52 | 0.00271 | 71.55 | 277000 |
| after global placement | 32.2 | 26.51 | 0.00271 | 71.54 | 277000 |
| after floorplan | - | 26.24 | 0.00257 | 76.59 | 259000 |
Power and IR drop assume default switching activity.
